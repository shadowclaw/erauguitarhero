File: design/flow/run.sh
#!/bin/bash
# OpenROAD 26Q1-2900-gdf79404cd8, Yosys 0.63+post, stock flow scripts
make -C /OpenROAD-flow-scripts/flow DESIGN_CONFIG=/design/flow/config.mk WORK_HOME=/design/flow/orfs finish
File: design/flow/config.mk
export PLATFORM = sky130hd
export DESIGN_NAME = instrument_main
export DESIGN_NICKNAME = instrument_main
export VERILOG_FILES = /design/flow/design.v
export SDC_FILE = /design/flow/constraint.sdc
export NUM_CORES = 4
export LEC_CHECK = 1
export CORE_UTILIZATION = 30
File: design/flow/constraint.sdc
current_design instrument_main

set clk_period 3.1
set clk_io_pct 0.2

create_clock -name clk0 -period $clk_period [get_ports {clk}]

set non_clock_inputs [all_inputs -no_clocks]
set_input_delay [expr $clk_period * $clk_io_pct] -clock clk0 $non_clock_inputs
set_output_delay [expr $clk_period * $clk_io_pct] -clock clk0 [all_outputs]
File: design/flow/design.v
`timescale 1ns / 1ps
module LCD(
    input clk,
	 input [3:0] an0,
	 input [3:0] an1,
	 input [3:0] an2,
	 input [3:0] an3,
    output reg [7:0] CATHODE,
    output reg [3:0] ANODE
    );
reg [29:0] slw_clk = 0;
reg [1:0] i = 0;
always@(posedge clk)
begin
	if(slw_clk <= 50000)
	   slw_clk = slw_clk + 1;
	else
	   begin
		slw_clk = 0;
		case(i)
		2'b0:ANODE = 4'b0111;
		2'b1:ANODE = 4'b1011;
		2'b10:ANODE = 4'b1101;
		2'b11:ANODE = 4'b1110;
		endcase
		case(i)
		2'b0:begin
			  case(an0)
			  4'h0:CATHODE = 8'b11000000; 
			  4'h1:CATHODE = 8'b10000111; 
			  4'h2:CATHODE = 8'b10100100; 
			  4'h3:CATHODE = 8'b10110000; 
			  4'h4:CATHODE = 8'b10001100; 
			  endcase
			  end
		2'b1:begin
			  case(an1)
			  4'h0:CATHODE = 8'b11000000; 
			  4'h1:CATHODE = 8'b11111001; 
			  4'h2:CATHODE = 8'b10000110; 
			  4'h3:CATHODE = 8'b11000111; 
			  4'h4:CATHODE = 8'b11000111; 
			  endcase
			  end	
		2'b10:begin
			  case(an2)
			  4'h0:CATHODE = 8'b11000000; 
			  4'h1:CATHODE = 8'b11111001; 
			  4'h2:CATHODE = 8'b10001000; 
			  4'h3:CATHODE = 8'b10010010; 
			  4'h4:CATHODE = 8'b10011001; 
			  endcase
			  end
		2'b11:begin
			  case(an3)
			  4'h0:CATHODE = 8'b11000000; 
			  4'h1:CATHODE = 8'b10010001; 
			  4'h2:CATHODE = 8'b10100100; 
			  4'h3:CATHODE = 8'b10110000; 
			  4'h4:CATHODE = 8'b10000111; 
			  endcase
			  end
		endcase
		i = i + 1;
		end
end
endmodule
module async_receiver(clk, RxD, RxD_data_ready, RxD_data, RxD_endofpacket, RxD_idle);
input clk, RxD;
output RxD_data_ready;   
output [7:0] RxD_data;
parameter ClkFrequency = 50000000;  
parameter Baud = 115200;
output RxD_endofpacket;   
output RxD_idle;   
parameter Baud8 = Baud*8;
parameter Baud8GeneratorAccWidth = 16;
wire [Baud8GeneratorAccWidth:0] Baud8GeneratorInc = ((Baud8<<(Baud8GeneratorAccWidth-7))+(ClkFrequency>>8))/(ClkFrequency>>7);
reg [Baud8GeneratorAccWidth:0] Baud8GeneratorAcc;
always @(posedge clk) Baud8GeneratorAcc <= Baud8GeneratorAcc[Baud8GeneratorAccWidth-1:0] + Baud8GeneratorInc;
wire Baud8Tick = Baud8GeneratorAcc[Baud8GeneratorAccWidth];
reg [1:0] RxD_sync_inv;
always @(posedge clk) if(Baud8Tick) RxD_sync_inv <= {RxD_sync_inv[0], ~RxD};
reg [1:0] RxD_cnt_inv;
reg RxD_bit_inv;
always @(posedge clk)
if(Baud8Tick)
begin
	if( RxD_sync_inv[1] && RxD_cnt_inv!=2'b11) RxD_cnt_inv <= RxD_cnt_inv + 2'h1;
	else 
	if(~RxD_sync_inv[1] && RxD_cnt_inv!=2'b00) RxD_cnt_inv <= RxD_cnt_inv - 2'h1;
	if(RxD_cnt_inv==2'b00) RxD_bit_inv <= 1'b0;
	else
	if(RxD_cnt_inv==2'b11) RxD_bit_inv <= 1'b1;
end
reg [3:0] state;
reg [3:0] bit_spacing;
wire next_bit = (bit_spacing==4'd10);
always @(posedge clk)
if(state==0)
	bit_spacing <= 4'b0000;
else
if(Baud8Tick)
	bit_spacing <= {bit_spacing[2:0] + 4'b0001} | {bit_spacing[3], 3'b000};
always @(posedge clk)
if(Baud8Tick)
case(state)
	4'b0000: if(RxD_bit_inv) state <= 4'b1000;   
	4'b1000: if(next_bit) state <= 4'b1001;   
	4'b1001: if(next_bit) state <= 4'b1010;   
	4'b1010: if(next_bit) state <= 4'b1011;   
	4'b1011: if(next_bit) state <= 4'b1100;   
	4'b1100: if(next_bit) state <= 4'b1101;   
	4'b1101: if(next_bit) state <= 4'b1110;   
	4'b1110: if(next_bit) state <= 4'b1111;   
	4'b1111: if(next_bit) state <= 4'b0001;   
	4'b0001: if(next_bit) state <= 4'b0000;   
	default: state <= 4'b0000;
endcase
reg [7:0] RxD_data;
always @(posedge clk)
if(Baud8Tick && next_bit && state[3]) RxD_data <= {~RxD_bit_inv, RxD_data[7:1]};
reg RxD_data_ready, RxD_data_error;
always @(posedge clk)
begin
	RxD_data_ready <= (Baud8Tick && next_bit && state==4'b0001 && ~RxD_bit_inv);   
	RxD_data_error <= (Baud8Tick && next_bit && state==4'b0001 &&  RxD_bit_inv);   
end
reg [4:0] gap_count;
always @(posedge clk) if (state!=0) gap_count<=5'h00; else if(Baud8Tick & ~gap_count[4]) gap_count <= gap_count + 5'h01;
assign RxD_idle = gap_count[4];
reg RxD_endofpacket; always @(posedge clk) RxD_endofpacket <= Baud8Tick & (gap_count==5'h0F);
endmodule
`timescale 1ns / 1ps
module instrument_main(
    input clk,
	 input [2:0] btn,
	 input RxD,
	 input [7:0] sw,
    output reg [4:0] bass,
    output reg [3:0] drum,
	 output reg [4:0] guitar,
	 output strum_g,
	 output strum_b,
	 output drum_foot,
	 output reg [7:0] leds,
	 output [7:0] CATHODE,
	 output [3:0] ANODE
    );
wire RxD_data_ready;
wire [7:0] RxD_data;
reg [2:0] inst = 0;
reg [3:0] state_LED = 0;
reg [29:0] slw_clk = 0;
reg [29:0] slw_clk_foot = 0;
reg leds_on = 0;
reg [3:0] an0;
reg [3:0] an1;
reg [3:0] an2;
reg [3:0] an3;
async_receiver receiver(.clk(clk),.RxD(RxD), .RxD_data_ready(RxD_data_ready), .RxD_data(RxD_data));
strum_bar strum(.clk(clk),.inst(inst),.strum_b(strum_b),.strum_g(strum_g),.drum_foot(drum_foot));
LCD display(.clk(clk),.an0(an0),.an1(an1),.an2(an2),.an3(an3),.CATHODE(CATHODE),.ANODE(ANODE));
always@(posedge clk)
begin
	if(slw_clk <= 2700000)
		slw_clk = slw_clk + 1;
	else
		begin
		slw_clk = 0;
		leds_on = ~leds_on;
		state_LED = state_LED + 1;
		end
	if (sw[7] == 1)
	begin
		leds[7] = 0;
		an0 = 1;
		an1 = 2;
		an2 = 3;
		an3 = 4;
		case(btn)
		3'b100:	begin
					bass = sw[4:0];
					if(sw[4:0] > 0)
						inst[1]=1;
					else
						inst[1]=0;
					end
		3'b010:	begin
					drum = sw[4:1];
					inst[2] = sw[5];
					end
		3'b001:	begin
					guitar = sw[4:0];
					if(sw[4:0] > 0)
						inst[0]=1;
					else
						inst[0]=0;
					end
		default: begin
					bass = 0;
					inst = 0;
					drum = 0;
					guitar = 0;
					end
		endcase
	end
	else
	begin
		an0 = 4;
		an1 = 3;
		an2 = 2;
		an3 = 1;
		if (RxD_data_ready)
		begin 
			leds[7] = ~leds[7];
			case(RxD_data[2:0])
			3'b001:	begin 
						bass = RxD_data[7:3];
						if(RxD_data[7:3] > 0)
							inst[1]=1;
						else
							inst[1]=0;
						end 
			3'b010:	begin
							drum = RxD_data[6:3]; 
							if(RxD_data[7] == 1)  
								inst[2] = 1;
							else
								inst[2] = 0;
						end
			3'b100:	begin 
						guitar = RxD_data[7:3];
						if(RxD_data[7:3] > 0)
							inst[0]=1;
						else
							inst[0]=0;
						end 
			endcase
		end 
	end
	leds[6:0] = 0;
	case(btn)
	3'b100:begin
			 leds[4:0] = bass;
			 leds[5] = strum_b;
			 leds[6] = 0;
			 end
	3'b010:begin
			 leds[4:1] = drum;
			 leds[5] = drum_foot;
			 leds[6] = 0;
			 end
	3'b001:begin
			 leds[4:0] = guitar;
			 leds[5] = strum_g;
			 leds[6] = 0;
			 end
	default:
		    begin
			 if(leds_on == 1)
			 begin
				case(state_LED)
				4'h0:	begin
						leds[6:0] = 7'b1000000;
						end
				4'h1:	begin
						leds[6:0] = 7'b1100000;
						end
				4'h2:	begin
						leds[6:0] = 7'b0110000;
						end
				4'h3:	begin
						leds[6:0] = 7'b0011000;
						end
				4'h4:	begin
						leds[6:0] = 7'b0001100;
						end
				4'h5:	begin
						leds[6:0] = 7'b0000110;
						end
				4'h6:	begin
						leds[6:0] = 7'b0000011;
						end
				4'h7:	begin
						leds[6:0] = 7'b0000001;
						end
				4'h8:	begin
						leds[6:0] = 7'b0000000;
						end
				4'h9:	begin
						leds[6:0] = 7'b0000001;
						end
				4'hA:	begin
						leds[6:0] = 7'b0000011;
						end
				4'hB:	begin
						leds[6:0] = 7'b0000110;
						end
				4'hC:	begin
						leds[6:0] = 7'b0001100;
						end
				4'hD:	begin
						leds[6:0] = 7'b0011000;
						end
				4'hE:	begin
						leds[6:0] = 7'b0110000;
						end
				4'hF:	begin
						leds[6:0] = 7'b1100000;
						end
				endcase
			end
			end
	endcase
end
endmodule
`timescale 1ns / 1ps
module strum_bar(
    input clk,
    input [2:0] inst,
    output reg strum_b = 0,
    output reg strum_g = 0,
	 output reg drum_foot = 0
    );
reg [29:0] slw_clk_0 = 0;
reg [29:0] slw_clk_1 = 0;
reg [29:0] slw_clk_foot = 0;
always@(posedge clk)
begin
	if(strum_g != inst[0])	
	begin	
		if(slw_clk_0 < 1)   
			slw_clk_0 = slw_clk_0 + 1; 
		else
			begin
				strum_g = inst[0];
				slw_clk_0 = 0;
			end
	end
	if(strum_b != inst[1])
	begin
		if(slw_clk_1 < 1)
			slw_clk_1 = slw_clk_1 + 1;
		else
			begin
				strum_b = inst[1];
				slw_clk_1 = 0;
			end
	end
	if(drum_foot != inst[2])
	begin
		if(slw_clk_foot <= 1)   
			slw_clk_foot = slw_clk_foot + 1; 
		else
			begin
				drum_foot = inst[2];
				slw_clk_foot = 0;
			end
	end
end
endmodule
==> notes.md <==
run results: outcome=finished clean, Worst-Margin Slew=836 ps, source of the critical timing path=slw_clk[18], synthesis-to-layout area growth=24.2%, number of global-route vias before repair=5229, met2 WL=6.43 mm, worst-path fanout max=6, Resize count post-CTS=0, Finished Core Util=38.1%, crit path capture=leds[1], min-delay src=receiver.Baud8GeneratorAcc[3], Final Skew=24.3 ps, Worst R2R Start=slw_clk[18], setup TNS=0 ps, wire length on met3=1.23 mm, pre-CTS WS=181 ps, DP Area=0.0106 mm², reg2reg setup slack=160 ps, nature of the critical path startpoint=flop, final WL=15.6 mm, Final Hold Fails=0, n_diodes=0, Core Util at FP=30.7%, HPWL Detailed=10.6 mm, share of cells above drive strength 1=6.98%, RSZ-0062 raised after global routing=false, final worst slack=158 ps, Mapped Area=0.00914 mm², largest net degree at the start of global routing=32, first-pass GRT wire length=25.9 mm, Die H=177 µm, Period minus WS final=2940 ps, Root Buffer=clkbuf_16, Metal-1 WL=7.55 mm, f_max=340 MHz, grt ovf=0, detailed-route vias per instance=4.26, DRT iter0 DRCs=316, hold_buf cts=0, main flop type after synthesis=edfxtp_1, worst vdd ir=413 µV, Antenna Nets Post-Route=0, pwr dens=630 mW/mm², Seq/Total Area, Yosys=64.7%, Post-synth EDFFs=125, die width=177 µm, Seq cells post-synth=233, Synth warnings=4, Slew Viols, Final=0, Syn Area/Cell=12.4 µm², yosys stat chip area=0.00914 mm², post-CTS setup buffer count=0, Residual DRC=0, Unique cell types=58, Core Region=0.0298 mm², top cell type by total area after synthesis=edfxtp_1, total track usage=10.7%, tool warnings=42, Cell area leaders=edfxtp_1, dfxtp_1, ha_1, WHS=398 ps, Worst Setup Path Type=reg -> reg, Final period util=94.9%, DR vias=5631, Area leader share=41.1%, Max Cap Viol=0, Worst-path clk slew=60 ps, clk buf depth=3, CTS tree=done, Avg WL per Cell=11.8 µm, # setup viols final=0, worst-skew pair later-pin latency=530 ps, clk sinks=233, drt first pass iters=4, worst min path class=reg -> reg, synthesized instance count=740, Core Rows=63, leak pwr=4.25 nW, Slew Limit Headroom=44.1%, H-tree levels=1, crit path DAT=3270 ps, most used logic cell in the final layout=edfxtp_1, initial antenna violation count=0, RR Endpoint=leds[1], Async S/R FF share, synth=0%, post-route cell area=0.0114 mm², Critical Path RT=3430 ps, Top cells excl fill/tap=edfxtp_1, dfxtp_1, conb_1, nor2_1, clkdlybuf4s50_1, DIE AREA=0.0312 mm², Reg2Reg Depth=9, Final GP Congestion=0.835, Worst setup EP type=flop, IO Pins=50, count of input and output buffers=46, TritonCTS buffer count=25, # Cells Yosys=740, Top Metal Used=met4
[per-stage QoR]
stage	total power, mW	std cells
2_1_floorplan	4.08	843
3_3_place_gp	4.35	1275
3_5_place_dp	4.36	1275
4_1_cts	7.26	1321
5_1_grt	7.49	1321
6_report	7.16	1321
[cell usage after synthesis, drive strengths merged, types with 7 or more instances]
library cell and n:
nand3 17, a21oi 24, o21ai 19, inv 35, dfxtp 108, nor4 26, nand4 8, nor2b 14
a22oi 14, clkbuf 17, mux2i 7, a22o 14, and3 14, ha 27, xnor2 30, or3 9
a211oi 9, xor2 29, nand2 40, and2 8, nor2 69, edfxtp 125
[per-layer routing]
metal	vias to the layer above	global-route usage (%)
met5	-	0
met4	0	2.26
met3	31	3.56
met2	109	14.8
met1	2558	17.0
li1	2933	-
[state kept, by name (all words and copies together) (netlist names), 3 cells and up]
| register | count |
|---|---|
| drum | 4 |
| receiver.Baud8GeneratorAcc | 14 |
| bass | 5 |
| strum.slw_clk_0 | 30 |
| strum.slw_clk_1 | 30 |
| slw_clk | 30 |
| receiver.RxD_data | 8 |
| display.ANODE | 4 |
| strum.slw_clk_foot | 30 |
| state_LED | 4 |
| receiver.bit_spacing | 4 |
| display.CATHODE | 6 |
| leds | 8 |
| receiver.state | 4 |
| guitar | 5 |
| inst | 3 |
| display.slw_clk | 30 |
[area by class of cell]
cell class                      count  area, µm²
Tap cell                          390        488
Clock inverter                     11        116
Inverter                           36        135
Timing Repair Buffer               64        608
Clock buffer                       35        683
Sequential cell                   233       5920
Fill cell                        2825      18400
Multi-Input combinational cell    552       3410
[critical path, cell delays in order, from the launching register on]
cell      delay (ps)
dfxtp_1          350
and4bb_1         330
or4b_1           450
or4_4            510
o21a_1           200
mux2_4           360
inv_1             80
ha_1             240
nand2_1          110
o221ai_1         150
[report_power, final]
part | internal (mW) | switching (mW)
Clock | 1.71 | 1.16
Combinational | 0.286 | 0.348
Sequential | 3.55 | 0.106
[how the worst min path moves through the flow]
stage | end | slack [ps] | cells past startpoint
finish | receiver.Baud8GeneratorAcc[3] | 400 | 1
CTS | receiver.Baud8GeneratorAcc[3] | 400 | 1
global route | receiver.RxD_sync_inv[1] | 430 | 0
[kinds of logic after synthesis]
group | Yosys count | synth area share, %
muxes | 10 | 1.18
other | 2 | 0.0821
DFF | 233 | 64.7
buffers and inverters | 58 | 2.55
AOI/OAI and AO/OA | 114 | 8.61
and+or+nand+nor | 237 | 13.5
xor gates and xnor gates | 59 | 5.65
adders and majority gates | 27 | 3.69
Power figures rest on the tool's default switching activity, not on a simulated workload.
